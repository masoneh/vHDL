<file path="design/flow/design.v">
module four_FFT(a,b,c,d,Ar,Br,Cr,Dr,Ai,Bi,Ci,Di);
    input [3:0] a,b,c,d;
    output [5:0] Ar,Br,Cr,Dr,Ai,Bi,Ci,Di;
    assign Ar = a+b+c+d;
    assign Ai = 0;
    assign B = a-c;
    assign Bi = d-b;
    assign C = a+c-b-d;
    assign Ci = 0;
    assign D = a-c;
    assign Di = b-d;
endmodule
</file>
<file path="design/flow/run.sh">
#!/bin/bash
# OpenROAD 26Q1-2900-gdf79404cd8, Yosys 0.63+post, stock flow scripts
make -C /OpenROAD-flow-scripts/flow DESIGN_CONFIG=/design/flow/config.mk WORK_HOME=/design/flow/orfs finish
</file>
<file path="design/flow/config.mk">
export PLATFORM = sky130hd
export DESIGN_NAME = four_FFT
export DESIGN_NICKNAME = four_FFT
export VERILOG_FILES = /design/flow/design.v
export SDC_FILE = /design/flow/constraint.sdc
export NUM_CORES = 4
export LEC_CHECK = 1
export CORE_AREA = 10 10 83 83
export DIE_AREA = 0 0 93 93
</file>
<file path="design/flow/constraint.sdc">
current_design four_FFT

set clk_period 3.2
set clk_io_pct 0.2

create_clock -name clk0 -period $clk_period

set non_clock_inputs [all_inputs -no_clocks]
set_input_delay [expr $clk_period * $clk_io_pct] -clock clk0 $non_clock_inputs
set_output_delay [expr $clk_period * $clk_io_pct] -clock clk0 [all_outputs]
</file>
==> impl_metrics.yaml <==
# yosys + openroad results
status:
  status: "finished, violations left"
  violations: "setup timing"
critical_path:
  worst-path-buf-inv: 4
  critPathLaunchType: "input pin"
  arrival_ps: 2700
  crit_fanout: 2
  path_delay_family: "adder cells"
  crit_path_top_delay_cell: "fa_1"
  slowest_delay_ps: 520
  worstPathCellList: "buf_6 > inv_4 > fa_1 > inv_1 > fa_2 > ha_4 > fa_2 > a21o_1 > a21o_1 > buf_2"
  crit_type: "in -> out"
  required_ps: 2560
  endpoint_kind: "output pin"
die:
  core_um2: 5140
  dieHeight_um: 93
  die_w_um: 93
  dieArea_um2: 8650
  io_pins: 64
  fp-utilization_pct: 16.6
  row_count: 26
routing:
  drc: 0
  postRouteAntennaNets: 0
  wl_um: 2110
  drt-initial-drc-count: 2
  antenna_cells: 0
  drt-pass1-iter-count: 2
  wire_per_inst_um: 9.92
  routed-via-count: 612
  vias_per_cell: 2.87
layout:
  stdcell_count: 213
  drive_above_1_share_pct: 32.9
  flop_area_um2: 0
  syn_to_final_growth_pct: 47.7
  seq_cell_count: 0
  fillCellCount: 593
  clkbuf_count: 0
power_and_ir_drop:
  power_uw: 287
  p_per_area_nw_per_um2: 228
  ir_drop_mv: 0.104
  power.leakage_uw: 0.000683
logic_synthesis:
  top_area_share_pct: 29.0
  synth-adder-area-share_pct: 42.5
  logic_family: "adder cells"
  synth_top_cell_by_count: "buf_4"
  mux_share_pct: 0
  ys_cells: 99
  ys_area_um2: 853
  top_area_cell: "buf_4"
  synth_area_um2: 853
  top_cells_by_count: "33 x buf_4, 21 x inv_1, 13 x ha_1"
  yosysSeqAreaShare_pct: 0
  yosys.cell_types.count: 13
  yosys_warnings: 21
  synthAoiAreaFrac_pct: 8.65
  postSynthCellCount: 99
  area_leaders: "buf_4 29%, fa_1 23%, ha_1 19%, inv_1 9.2%, a21o_1 4.4%"
  simple_gate_area_share_pct: 2.64
  avgSynthCellArea_um2: 8.62
  xor_share_pct: 6.16
global_routing:
  antenna_found_initial: 0
  grt_pass1_wl_um: 3370
  first_global_vias: 710
  grt.overflow.total: 0
  track_usage_pct: 4.60
  grt_max_degree: 9
worst_hold_path:
  hold_path_end: "Ar[5]"
  hold_path.startpoint: "a[2]"
  min_path_cells: 6
  min_path_type: "in -> out"
final_timing:
  setup_ws_ps: -140
  fin_crit_sh_pct: 104
  max_freq_mhz: 299
  period_needed_ps: 3340
  hold_viol_final: 0
  tns_ps: -279
  finalSetupViolations: 3
  whs_ps: 1980
  maxSlewViolCount: 0
  rsz0062_at_grt: "true"
place:
  dp.cells: 210
  io_buffers: 34
  gp_congestion: 0.780
  place_ws_ps: -942
  hpwl_um: 2000
flow_run:
  warnings: 38
  cap_violations: 0
cts:
  holdBufCountCts: 0
-- per-stage QoR --
step                      utilization [%]  area [um2]
after floorplan                         -         967
after detailed placement             23.9        1230
after global placement               23.9        1230
after CTS                            24.3        1250
final                                24.5        1260
after global routing                 24.5        1260
-- worst max-delay path by stage --
stage / start / endpoint / slack (ps) / cells after the start
after CTS: a[1] / Ar[5] / -150 / 10
after global routing: a[1] / Ar[5] / -260 / 10
final: a[1] / Ar[5] / -140 / 10
-- what timing repair did --
item	4_1_cts	5_1_grt
gates resized	60	11
setup buffers	3	0
pin swaps	15	8
endpoints found under the setup margin	13	9
-- power by group --
group / leakage, uW / internal (uW) / switching, uW
combinational: 0.000683 / 181 / 105
sequential: 0 / 0 / 0
clock: 0 / 0 / 0
total: 0.000683 / 181 / 105
-- cells in the final DEF (no fill, tap or decap) --
cell type        synthesis  routed
conb_1                   1      30
clkdlybuf4s50_1          0      16
buf_4                   33      15
inv_1                   21      14
ha_1                    13       9
buf_2                    0       8
inv_2                    0       6
fa_1                    10       6
a21o_1                   5       5
a21oi_2                  3       5
fa_2                     0       4
xor2_1                   3       3
xnor2_1                  3       3
ha_4                     0       3
clkdlybuf4s15_1          0       3
nand3b_1                 2       2
nand2_1                  2       2
buf_6                    1       2
clkbuf_2                 0       2
dlymetal6s2s_1           0       2
inv_4                    0       1
ha_2                     0       1
dlygate4sd2_1            0       1
-- cell families (layout without fill, tap and decap cells) --
group	count (synthesis)	after routing
buffers and inverters	55	70
adder cells (fa/ha/maj)	23	23
AND-OR/OR-AND	10	10
XOR/XNOR	6	6
AND/OR/NAND/NOR	4	4
other	1	30
-- routing by layer --
metal	up-vias	track usage (%)	part of all wire, %	wire length [um]
met4	0	0	0	0
met3	0	1.45	9.2	194
li1	323	-	-	-
met1	251	6.83	51	1080
met5	-	0	0	0
met2	38	6.78	40	836
-- layout make-up --
| cell class | count | area [um2] | share of cell area [%] |
|---|---|---|---|
| timing repair buffer | 49 | 409 | 32.5 |
| tap | 70 | 87.6 | 6.95 |
| inverter | 21 | 81.3 | 6.45 |
| multi-input combinational | 73 | 682 | 54.1 |
Power is estimated from default activity; no workload was simulated.
