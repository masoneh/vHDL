File: ./config.mk
export PLATFORM = sky130hd
export DESIGN_NAME = ALU
export DESIGN_NICKNAME = ALU
export VERILOG_FILES = /design/flow/design.v
export SDC_FILE = /design/flow/constraint.sdc
export NUM_CORES = 4
export LEC_CHECK = 1
export CORE_UTILIZATION = 50
File: ./constraint.sdc
current_design ALU

set clk_period 7.1
set clk_io_pct 0.2

create_clock -name clk0 -period $clk_period

set non_clock_inputs [all_inputs -no_clocks]
set_input_delay [expr $clk_period * $clk_io_pct] -clock clk0 $non_clock_inputs
set_output_delay [expr $clk_period * $clk_io_pct] -clock clk0 [all_outputs]
File: ./design.v
module ALU(Ain, Bin,mode, result);
 parameter N1 = 8;
 input [N1*8-1:0] Ain, Bin;
 input [2:0] mode;
 output reg [N1*8-1:0] result;
integer i;
always @(*) begin
        for (i = 0; i<N1; i=i+1) begin
                case(mode)
				    3'b000:  
					    result[i*N1 +: N1]= Ain[i*N1 +: N1] + Bin[i*N1 +: N1];
				    3'b001:  
					    result[i*N1 +: N1+1] = Ain[i*N1 +: N1] - Bin[i*N1+: N1];
				    3'b010:  
					    result [i*N1 +: N1+1] = Ain[i*N1 +: N1] & Bin[i*N1 +: N1]; 
				    3'b011:  
					    result [i*N1 +: N1+1] = Ain[i*N1 +: N1] | Bin[i*N1 +: N1];
				    3'b100:  
					    result [i*N1 +: N1+1] = Ain[i*N1 +: N1] ^ Bin[i*N1 +: N1];
				    3'b101:  
					    result [i*N1 +: N1+1] = Ain[i*N1 +: N1]<< 1;
				    3'b110: 
					    result [i*N1 +: N1+1] = Ain[i*N1 +: N1] >> 1;
				    default:
					    result [i*N1 +: N1+1] = Ain[i*N1 +: N1] + Bin[i*N1 +: N1];
			    endcase
        end
end
endmodule
File: ./run.sh
#!/bin/bash
# OpenROAD 26Q1-2900-gdf79404cd8, Yosys 0.63+post, stock flow scripts
make -C /OpenROAD-flow-scripts/flow DESIGN_CONFIG=/design/flow/config.mk WORK_HOME=/design/flow/orfs finish
==> run notes <==
* result of the run: complete, no violations
* Worst EP required: 5.68 ns
* placeable core region: 16,100 sq um
* ranking of synthesized cells by area: sky130_fd_sc_hd__ha_1 (29%), sky130_fd_sc_hd__xnor2_1 (9.1%), sky130_fd_sc_hd__a21oi_1 (8.0%)
* Worst Hold Margin: 3.76 ns
* crit path launch type: input port
* share of total power in combinational logic: 100.0%
* static power due to leakage: 5.01 nW
* I/O pin cnt: 195
* max_cap viols: 0
* category of cells accounting for the largest share of critical-path delay: buffers and inverters
* wire length reported by the detailed router: 25.7 mm
* pin count of the biggest net entering global routing: 60
* Synth area leader: sky130_fd_sc_hd__ha_1
* DRT Pass-1 Iters: 8
* series of cell instances along the critical path: buf_4 > nor3b_4 > buf_4 > nor2_1 > xnor2_1 > ha_1 > nand2_1 > o21ai_0 > a31o_2 > mux2_2 > o211ai_1 > clkdlybuf4s50_1
* period utilisation layout: 89.5%
* worst relative slew slack: 51.8%
* path length in cells of the critical path: 12
* gate count of the mapped netlist: 1,131
* wire length of the first global-routing pass: 41.5 mm
* antenna violations before repair: 1
* portion of total power attributed to sequential cells: 0%
* width of the die: 131 um
* fraction of the yosys area taken by sequential cells: 0%
* final setup violating endpoints: 0
* synth unique cells: 56
* sort of element at the end of the critical path: primary output
* global-route usage over all layers: 29.6%
* peak fanout along the critical path: 55
* count of pins over their slew limit: 0
* effective utilization at floorplan: 51.8%
* mean routed wirelength per cell: 17.1 um
* Fin Setup TNS: 0 ns
* Post-CTS Hold Buffers: 0
* Sw Share: 47.1%
* cell area power density: 86.4 nW/um^2
* area fraction of the dominant cell type after synthesis: 28.8%
* # clk buffers: 0
* via count of the first global-routing pass: 8,035
* count of tool warnings: 105
* number of post-CTS setup repair buffers: 0
* antenna cells: 0
* worst path bufs/invs: 3
* via count: 8,591
* worst min-delay path class: in2out
* Fillers: 1,442
* gp weighted congestion: 0.953
* sequential cell area in the final layout: 0 sq um
* Initial DRC Count: 506
* cell-internal power: 0.476 mW
* Clk network pwr share: 0%
* post-synthesis instance area: 8350 sq um
* maximum clock rate: 157 MHz
* worst hold path depth: 3
* yosys stat cell total: 1,131
* die span in y: 131 um
* Seq cells: 0
* most repeated library cell on the critical path: sky130_fd_sc_hd__buf_4
* Die Area: 17,200 sq um
* number of I/O port buffers: 195
* GR Overflow Total: 0
* switching pwr: 0.425 mW
* count of endpoints failing hold in the final timing report: 0
* Avg Synthesized Cell Area: 7.38 sq um
* row count: 46
* Post-DP HPWL: 19.6 mm
* combinational cell area excluding buffers and inverters: 7510 sq um
* measured slew at the worst slew-check pin: 0.723 ns
* post-layout util: 64.8%
* start-to-end type of the worst setup path: in2out
* setup repair after global routing missed its margin: no
* clock period minus worst slack: 6.35 ns
* yosys stat chip area: 8350 sq um
* per-cell via count in the routed design: 5.73
* number of synthesis warnings: 22
* maximum resistive drop on vdd: 0.0000589 V
* Slowest cell on crit path: sky130_fd_sc_hd__buf_4
* layout cells sized above 1: 4.75%
* Worst path max stage delay: 0.53 ns
* number of nets with antenna violations after routing: 0
* cts repair resizes: 0
* data arrival time of the worst path: 4.93 ns
* Residual DRC: 0
* layout overhead on the synthesized area: 25.0%
[cell families after synthesis]
group,after synthesis,share of synthesized area (%)
compound gates,347,27.1
buf+inv,211,10.3
simple gates,201,11.6
fa+ha+maj,200,30.7
xor+xnor,93,9.76
mux,79,10.4
[per-stage QoR]
| stage | std cells | setup WS, ns | power [mW] | area (sq um) |
|---|---|---|---|---|
| 6_report | 1499 | 0.747 | 0.901 | 10400 |
| 5_1_grt | 1499 | 0.485 | 0.995 | 10400 |
| 4_1_cts | 1499 | 0.777 | 0.899 | 10400 |
| 3_5_place_dp | 1499 | 0.775 | 0.892 | 10400 |
| 3_3_place_gp | 1499 | 0.823 | 0.889 | 10400 |
| 2_1_floorplan | 1131 | 2.06 | 0.526 | 8350 |
[path summary, 6_finish.rpt]
check | start | to | slack (ns)
min | mode[2] | result[7] | 3.76
max | mode[0] | result[37] | 0.75
[routing by layer]
layer  routed length (um)  track usage [%]  vias up
li1                     -                -     4344
met1                12400             43.7     3939
met2                11300             47.3      284
met3                 1680             3.27       22
met4                  266             4.25        2
met5                   13                0        -
[cells in the mapped netlist, types with 18 or more instances]
cell                       number
sky130_fd_sc_hd__inv_1        148
sky130_fd_sc_hd__clkbuf_1      18
sky130_fd_sc_hd__a21o_1        33
sky130_fd_sc_hd__a31oi_1       28
sky130_fd_sc_hd__mux2i_1       59
sky130_fd_sc_hd__nand2_1       57
sky130_fd_sc_hd__xnor2_1       87
sky130_fd_sc_hd__nor3_1        26
sky130_fd_sc_hd__a21oi_1      134
sky130_fd_sc_hd__ha_1         192
sky130_fd_sc_hd__o21ai_0       35
sky130_fd_sc_hd__nor2_1        63
sky130_fd_sc_hd__buf_2         27
[tightest hold or removal path: cells and delay by family]
kind / cells / cell delay [ns]
compound gates: 1 / 0.16
buf+inv: 2 / 0.76
[final cells by class]
class	instances	share of cell area, %
inverters	148	5.32
repair buffers	215	20.2
multi-input cells	920	71.9
well taps	216	2.59
[power groups by stage]
stage / clock [mW] / sequential (mW) / combinational [mW]
4_1_cts: 0 / 0 / 0.899
5_1_grt: 0 / 0 / 0.995
6_report: 0 / 0 / 0.901
[layout by cell type, fill, tap and decap left out, types with 21 or more instances in the layout]
cell type,count
sky130_fd_sc_hd__a31oi_1,28
sky130_fd_sc_hd__o21ai_0,35
sky130_fd_sc_hd__clkdlybuf4s50_1,192
sky130_fd_sc_hd__a21oi_1,133
sky130_fd_sc_hd__ha_1,192
sky130_fd_sc_hd__a21o_1,33
sky130_fd_sc_hd__nor3_1,26
sky130_fd_sc_hd__nor2_1,63
sky130_fd_sc_hd__buf_4,21
sky130_fd_sc_hd__mux2i_1,59
sky130_fd_sc_hd__nand2_1,57
sky130_fd_sc_hd__inv_1,146
sky130_fd_sc_hd__xnor2_1,87
Power and IR drop assume default switching activity.
